--- ./design.v ---
module CustomVect #(parameter STG  = 12,parameter SIZE = 16,parameter INT  = 4,parameter FRAC = 12) 
 ( 
    input                                     clk,
    input                                   rst_n,
    input                                   start,  
    input          signed [SIZE-1:0]          RIn, 
    output logic   signed [SIZE-1:0]         RInv,
    output logic                             done
);
logic  signed     [SIZE-1:0]    X_reg;
logic  signed     [SIZE-1:0]    Y_reg;
logic  signed     [SIZE-1:0] RInv_reg;
logic  signed     [SIZE-1:0]  X_shift;
logic                         Y_sign;
logic            [3:0]     itr_count;
always @(posedge clk , negedge rst_n) begin
  if(!rst_n)begin
    itr_count <=0;
    done      <=0;
    X_reg     <=0;
    Y_reg     <=0;
    RInv_reg  <=0;
    itr_count <= STG;
end  else if(start) begin
    X_reg  <=   RIn;
    Y_reg  <=16'h1000;
itr_count  <=    0;
    done   <=    0;
 RInv_reg  <=    0;
end else begin
    done <=0;
    if(itr_count != STG) begin
      Y_reg <= Y_sign ? Y_reg  + X_shift : Y_reg - X_shift;
   RInv_reg <= Y_sign ? RInv_reg - (16'h1000>>>itr_count) : RInv_reg + (16'h1000>>>itr_count);
            if(itr_count == STG-1) begin
                     done <=   1;
                itr_count <= STG;
          end else begin
                itr_count <= itr_count +1;
                done <= 0;
            end
    end
  end
end
  assign X_shift    = X_reg>>>itr_count;                  
  assign Y_sign     = Y_reg[SIZE-1];                      
  assign RInv       = RInv_reg;
endmodule
module RinvrMatrix #(parameter STG  = 12,parameter SIZE = 16,parameter INT  = 4,parameter FRAC = 12) 
  (
    input                                        clk,
    input                                      rst_n, 
    input                                      start, 
    input  logic                           Rinv_Read, 
    input logic signed [SIZE-1:0]             RIn_00,
    input logic signed [SIZE-1:0]             RIn_11,
    input logic signed [SIZE-1:0]             RIn_22,
    input logic signed [SIZE-1:0]             RIn_01,
    input logic signed [SIZE-1:0]             RIn_02,
    input logic signed [SIZE-1:0]             RIn_12,
    output logic                         Rinv_Finish,
    output logic                     Rinv_Mat_DnLoad,
    output logic signed [SIZE-1:0]         R_invElem               
);
 logic [SIZE-1:0] matrix_internal [0:2][0:2];         
  logic   signed [SIZE-1:0]         RInv_00;
  logic   signed [SIZE-1:0]         RInv_11;
  logic   signed [SIZE-1:0]         RInv_22;
  logic   signed [SIZE-1:0]         Rcalc_01;
  logic   signed [SIZE-1:0]         Rcalc_02;
  logic   signed [SIZE-1:0]         Rcalc_12;
  logic   signed [SIZE-1:0]         R_invElem_reg;
 integer                                     i;
 integer                                     j;
  logic        [1:0]                   count_i;
  logic        [1:0]                   count_j;
  logic        [2:0]                   shift_en;
  logic                                   done1;
  logic                                   done2;
  logic                                   done3;
  logic                           Rinv_Dn_calc ;
  logic  signed  [(3*SIZE)-1:0]         Rmul_01;                    
  logic  signed  [(3*SIZE)-1:0]         Rmul_12;
  logic  signed  [(5*SIZE)-1:0]       Rmul_02_1;
  logic  signed  [(3*SIZE)-1:0]      Rmul_02_48;
  logic  signed  [SIZE-1:0]         Rmul_02_fin;            
logic  signed  [(2*SIZE)-1:0]        Rmul_01_com;
logic  signed  [(2*SIZE)-1:0]        rmul_01_reg;
logic  signed  [(2*SIZE)-1:0]        Rmul_12_com;
logic  signed  [(2*SIZE)-1:0]        rmul_12_reg;
logic  signed  [(2*SIZE)-1:0]        Rmul_02_1_com;
logic  signed  [(2*SIZE)-1:0]        rmul_02_1_reg;
logic  signed  [(2*SIZE)-1:0]        Rmul_02_48_com;
logic  signed  [(2*SIZE)-1:0]        rmul_02_48_reg;
logic  signed  [(2*SIZE)-1:0]        Rmul_12_Mreg;
 CustomVect r00 (.clk(clk),.rst_n(rst_n),.RInv(RInv_00),.RIn(RIn_00),.done(done1),.start(start));
 CustomVect r11 (.clk(clk),.rst_n(rst_n),.RInv(RInv_11),.RIn(RIn_11),.done(done2),.start(start));
 CustomVect r22 (.clk(clk),.rst_n(rst_n),.RInv(RInv_22),.RIn(RIn_22),.done(done3),.start(start));
logic                              RInv_Enable;
assign RInv_Enable = (done1 && done2 && done3);
  always @(posedge clk or negedge rst_n) begin
    if (!rst_n) begin                               
       for (i = 0; i < 3 ; i++) begin                      
        for (j =0; j < 3; j++) begin
            matrix_internal[i][j] <= 16'h0000;
      end
          end
             Rcalc_01      <= 0;
             Rcalc_12      <= 0;
             Rcalc_02      <= 0;
             R_invElem_reg <='h0000;
             Rinv_Finish   <= 0;
             Rinv_Dn_calc  <= 0;
             count_i       <= 0;
             count_j       <= 0;
             Rinv_Mat_DnLoad  <= 0;
             rmul_01_reg<=0;
    end else if(shift_en[0]) begin       
         Rcalc_01        <= Rmul_01;
         Rcalc_12        <= Rmul_12;
         Rcalc_02        <= Rmul_02_fin; 
         Rinv_Dn_calc    <=1; 
         Rinv_Mat_DnLoad <=0;
         Rinv_Finish     <=0;
         count_i         <=0;
         count_j         <=0;
         R_invElem_reg   <=0;
 end else if (Rinv_Dn_calc ) begin
        matrix_internal[0][0]  <= RInv_00 ;
        matrix_internal[0][1]  <= -Rcalc_01;
        matrix_internal[0][2]  <= Rcalc_02;
        matrix_internal[1][0]  <= 16'h0000;
        matrix_internal[1][1]  <= RInv_11 ;
        matrix_internal[1][2]  <= -Rcalc_12;
        matrix_internal[2][0]  <= 16'h0000;
        matrix_internal[2][1]  <= 16'h0000;        
        matrix_internal[2][2]  <= RInv_22 ;
        Rinv_Mat_DnLoad        <= 1;
        Rinv_Dn_calc           <= 0;
        Rinv_Finish            <= 0;
        Rinv_Dn_calc           <= 0;
        count_i                <= 0;
        count_j                <= 0;
        R_invElem_reg          <= 0;
    end else if (Rinv_Read) begin
     if(!Rinv_Finish) begin
               R_invElem_reg <= matrix_internal[count_i][count_j];
   if ( (count_i == 2'b10 ) && (count_j == 2'b10) ) begin
                Rinv_Finish <= 1;
      end else if(count_j==2'b10) begin
                    count_i <=count_i+1;
                    count_j <='0;
      end else begin
                    count_j <=count_j+1;    
      end
     end 
  end
  end
  assign R_invElem        = R_invElem_reg;
  assign Rmul_01_com      = ($signed((RIn_01))        * $signed((RInv_11))   >>> 12);
  assign Rmul_01          = ($signed((rmul_01_reg))   * $signed((RInv_00))   >>> 12);
  assign Rmul_12_com      = ($signed((RIn_12))        * $signed((RInv_22)) ) >>> 12;
  assign Rmul_12          = ($signed((rmul_12_reg))   * $signed((RInv_11)) ) >>> 12;
  assign Rmul_02_1_com    = (($signed( Rmul_12_Mreg)   * $signed(RIn_01))) >>> 12;
  assign Rmul_02_1        = ( $signed(rmul_02_1_reg)   * $signed(RInv_00)) >>> 12;
  assign Rmul_02_48_com   = ($signed(RIn_02)         * $signed(RInv_22)) >>> 12;
  assign Rmul_02_48       = ($signed(rmul_02_48_reg) * $signed(RInv_00)) >>> 12;
  assign Rmul_02_fin      =  Rmul_02_1[15:0]  -  Rmul_02_48[15:0] ; 
   always @(posedge clk or negedge rst_n) begin
    if (!rst_n) begin  
           rmul_01_reg    <= 0;
           rmul_12_reg    <= 0;
           rmul_02_1_reg  <= 0;
           Rmul_12_Mreg   <= 0;
           rmul_02_48_reg <= 0;
           shift_en       <= 0;
      end
      else begin
        shift_en       <= {RInv_Enable,shift_en[2:1]};
        rmul_01_reg    <= Rmul_01_com;
        rmul_12_reg    <= Rmul_12_com;
        rmul_02_1_reg  <= Rmul_02_1_com;
        Rmul_12_Mreg   <= Rmul_12;
        rmul_02_48_reg <= Rmul_02_48_com;
      end 
    end           
endmodule
--- ./run.sh ---
#!/bin/bash
# OpenROAD 26Q1-2900-gdf79404cd8, Yosys 0.63+post, stock flow scripts
make -C /OpenROAD-flow-scripts/flow DESIGN_CONFIG=/design/flow/config.mk WORK_HOME=/design/flow/orfs finish
--- ./config.mk ---
export PLATFORM = sky130hd
export DESIGN_NAME = RinvrMatrix
export DESIGN_NICKNAME = RinvrMatrix
export VERILOG_FILES = /design/flow/design.v
export SDC_FILE = /design/flow/constraint.sdc
export NUM_CORES = 4
export LEC_CHECK = 1
export CORE_UTILIZATION = 50
--- ./constraint.sdc ---
current_design RinvrMatrix

set clk_period 12.5
set clk_io_pct 0.2

create_clock -name clk0 -period $clk_period [get_ports {clk}]

set non_clock_inputs [all_inputs -no_clocks]
set_input_delay [expr $clk_period * $clk_io_pct] -clock clk0 $non_clock_inputs
set_output_delay [expr $clk_period * $clk_io_pct] -clock clk0 [all_outputs]
==> impl_metrics.csv <==
group,metric,value,unit
clocking,clockBufferDepth,3,
global_route,grt_max_degree,103,
setup_path,crit_type,"reg -> reg",
final_timing,finalCriticalPeriod,9410,ps
logic_synthesis,most_common_cell,"inv_1",
die,fp_util,50.3,%
setup_path,critical-path-top-delay-family,"adder cells",
final_timing,tightest_slew,880,ps
setup_path,critPathSlowestCell,"dfrtp_1",
logic_synthesis,seq_area_frac_synth,11.7,%
logic_synthesis,yosys_area,0.0817,mm^2
clocking,cts_htree_levels,2,
route,drt-pass1-iter-count,6,
placed_design,port_buffers,117,
worst_hold_path,whs_path_depth,0,
logic_synthesis,avgSynthCellArea,9.19,um^2
setup_path,worstReg2RegStart,"r00.RInv_reg[2]",
clocking,cts_resized,0,
layout,area_growth,6.25,%
global_route,grt_overflow_total,0,
clocking,cts_hold_buffers,0,
final_timing,fin_setup_tns,0,ps
setup_path,cp.required,13010,ps
layout,top_register,"matrix_internal",
die,pin_count,118,
die,coreArea,0.163,mm^2
logic_synthesis,topCellsByArea,"fa_1, dfrtp_1, ha_1, inv_1, nand2_1",
final_timing,fin_ws,3090,ps
final_timing,setup_viol,0,
logic_synthesis,yosys.area.top_type,"fa_1",
route,ant_nets,0,
logic_synthesis,ff_type,"dfrtp_1",
final_timing,whs,352,ps
setup_path,crit_path_frequent_cell,"fa_1",
setup_path,max_stage_delay,640,ps
setup_path,critical_path_arrival,9920,ps
setup_path,worst-path-max-fanout,33,
clocking,clockRootBuffer,"clkbuf_16",
layout,drive_above_1_share,5.19,%
layout,top_regs,"matrix_internal: 80 flops, Rmul_12_Mreg: 24 flops",
placed_design,gp_congestion,0.941,
worst_hold_path,hp-start,"shift_en[1]",
logic_synthesis,top_cell_area_share,39.9,%
placed_design,dpl_worst_slack,2600,ps
die,num_rows,148,
layout,largest_reg_flops,80,
setup_path,r2r_cells,30,
clocking,cts_buffers,49,
die,dieArea,0.165,mm^2
outcome,status,"complete, no violations",
global_route,globalRouteTotalUtil,26.7,%
route,vias,56900,
logic_synthesis,synth_cell_types,96,
clocking,cts_sinks,381,
logic_synthesis,synth_area,0.0817,mm^2
setup_path,cp-end-kind,"flip-flop",
global_route,antenna_found_initial,12,
clocking,clk_pin_slew_worst_paths,60,ps
layout,n_fill_cell,14500,
logic_synthesis,async_reset_ff_share,100,%
layout,design_area,0.0868,mm^2
route,drt_iter0_drc,2798,
flow_run,drv_cap,0,
logic_synthesis,ys_cells,8895,
clocking,clk_latency,650,ps
placed_design,dpl.hpwl,150,mm
global_route,grt_pass1_vias,60500,
clocking,cts_tree,"done",
route,wl_per_cell,17.6,um
route,drt_wl_total,193,mm
final_timing,final-hold-violation-count,0,
final_timing,slew_viol_final,0,
final_timing,fin_skew,31.0,ps
setup_path,critPathBufInv,5,
setup_path,r2r_slack,3090,ps
worst_hold_path,hold-path-endpoint,"shift_en[0]",
logic_synthesis,yosysWarnings,67,
clocking,post_cts_buffers,0,
setup_path,r2r_end,"Rcalc_02[15]",
final_timing,fmax,0.106,GHz
final_timing,slew-limit-headroom,41.1,%
logic_synthesis,syn_inst,8895,
route,vias_per_cell,5.18,
logic_synthesis,common_cells,"inv_1, fa_1, nand2_1, and2_1, ha_1",
die,chipHeight,406,um
global_route,grt_pass1_wl,323,mm
worst_hold_path,min_path_type,"reg -> reg",
final_timing,finalCritPeriodShare,75.3,%
logic_synthesis,ys_ff,381,
placed_design,placed_cell_area,0.0851,mm^2
flow_run,tool_warnings,40,
die,fp.dieW,406,um
layout,utilization,53.4,%
final_timing,rsz0062_at_grt,"no",
setup_path,startpoint_type,"flip-flop",
logic_synthesis,synth-edff-count,0,
route,drc_errors,0,
worst max-delay path by stage:
stage | slack [ps] | cells past startpoint | to | from
CTS | 3150 | 30 | Rcalc_02[15] | r00.RInv_reg[2]
global route | 2610 | 34 | Rcalc_02[15] | r00.RInv_reg[4]
finish | 3090 | 30 | Rcalc_02[15] | r00.RInv_reg[2]
cell type report:
cell class / instances / area [um^2] / area share, %
Clock buffer: 67 / 1410 / 1.62
Multi-Input combinational cell: 6200 / 63500 / 73.1
Sequential cell: 381 / 9540 / 11.0
Tap cell: 2175 / 2720 / 3.13
Timing Repair Buffer: 260 / 2260 / 2.61
Inverter: 1891 / 7100 / 8.17
Clock inverter: 24 / 307 / 0.353
Antenna cell: 2 / 5.00 / 0.00576
metal layers:
layer / up-vias / wire (um) / part of all wire, % / global-route usage [%]
li1: 26600 / - / - / -
met2: 1730 / 86900 / 45 / 38.9
met5: - / 115 / 0.059 / 0.178
met4: 22 / 3460 / 1.8 / 3.83
met3: 203 / 18000 / 9.3 / 10.4
met1: 28400 / 84900 / 44 / 41.3
cells by family (layout without fill, tap and decap cells):
logic type / Yosys count / count (layout) / share of synthesized area (%)
buf+inv: 2314 / 2242 / 10.7
compound gates: 744 / 744 / 5.77
mux: 220 / 220 / 3.50
fa+ha+maj: 2250 / 2250 / 49.4
flops: 381 / 381 / 11.7
xor+xnor: 322 / 322 / 3.48
other cells: 0 / 2 / 0
simple gates: 2664 / 2664 / 15.5
layout by cell type (no fill, tap or decap), types with 14 or more instances in the layout:
cell type        synthesis  routed
a211o_1                 15      15
a211oi_1                29      29
a21o_1                  52      52
a21oi_1                257     256
a222oi_1                16      16
a22o_1                  22      22
a22oi_1                 23      23
a31oi_1                 25      25
and2_1                 673     673
and3_1                  18      18
buf_4                    2     142
clkbuf_16                0      50
clkdlybuf4s50_1          0     115
dfrtp_1                375     374
fa_1                  1630    1630
ha_1                   620     620
inv_1                 1886    1886
mux2_2                 149     149
mux2i_1                 31      31
mux4_2                  32      32
nand2_1               1304    1304
nand2b_1                99      98
nand3_1                 46      46
nand4_1                 14      14
nor2_1                 292     292
nor2b_1                 51      51
nor3_1                  70      70
nor3b_1                 18      18
o21a_1                  42      42
o21ai_0                148     148
o21bai_1                15      15
or3_1                   18      18
xnor2_1                227     227
xor2_1                  93      93
per-stage QoR:
stage,std cells
floorplan,8895
global placement,10900
detailed placement,10900
CTS,11000
global route,11000
finish,11000
