<file path="./run.sh">
#!/bin/bash
# OpenROAD 26Q1-2900-gdf79404cd8, Yosys 0.63+post, stock flow scripts
make -C /OpenROAD-flow-scripts/flow DESIGN_CONFIG=/design/flow/config.mk WORK_HOME=/design/flow/orfs finish
</file>
<file path="./config.mk">
export PLATFORM = sky130hd
export DESIGN_NAME = rot_cordic
export DESIGN_NICKNAME = rot_cordic
export VERILOG_FILES = /design/flow/design.v
export SDC_FILE = /design/flow/constraint.sdc
export NUM_CORES = 4
export LEC_CHECK = 1
export CORE_UTILIZATION = 40
</file>
<file path="./constraint.sdc">
current_design rot_cordic

set clk_period 11.4
set clk_io_pct 0.2

create_clock -name clk0 -period $clk_period [get_ports {clk}]

set non_clock_inputs [all_inputs -no_clocks]
set_input_delay [expr $clk_period * $clk_io_pct] -clock clk0 $non_clock_inputs
set_output_delay [expr $clk_period * $clk_io_pct] -clock clk0 [all_outputs]
</file>
<file path="./design.v">
module rot_cordic #(parameter STG  = 12,parameter SIZE = 16,parameter INT  = 4,parameter FRAC = 12 ,parameter factor =16'h09b8) 
 (
    input                                clk,
    input                              rst_n,
    input                              start,  
    input     signed [SIZE-1:0]          Xin, 
    input     signed [SIZE-1:0]          Yin,
    input     signed [SIZE-1:0]        angle,
    output    logic  signed [SIZE-1:0]         Xout,
    output    logic  signed [SIZE-1:0]         Yout,
    output    logic                       done
);
logic   signed     [SIZE-1:0]    X_reg;
logic   signed     [SIZE-1:0]    Y_reg;
logic   signed     [SIZE-1:0]    theta;
logic   signed     [SIZE-1:0]  X_shift;
logic   signed     [SIZE-1:0]  Y_shift;
logic                       theta_sign;
logic              [3:0]     itr_count;
logic   signed [(SIZE*2)-1 : 0] X_mul ,Y_mul;
logic signed [SIZE-1:0] atan_table[0:14];
assign atan_table[00] = 16'h0c90;  
assign atan_table[01] = 16'h076b;  
assign atan_table[02] = 16'h03EB;
assign atan_table[03] = 16'h01fd;  
assign atan_table[04] = 16'h00ff;  
assign atan_table[05] = 16'h007f;
assign atan_table[06] = 16'h003f;
assign atan_table[07] = 16'h001f;
assign atan_table[08] = 16'h000f;
assign atan_table[09] = 16'h0007;
assign atan_table[10] = 16'h0003;
assign atan_table[11] = 16'h0001;
always @(posedge clk , negedge rst_n) begin
  if(!rst_n)begin
    X_reg     <=0;
    Y_reg     <=0;
    theta     <=0;
    done      <=0;
    itr_count <= STG;
   end 
   else if(start) begin
    X_reg       <=  Xin;
    Y_reg       <=  Yin;
    theta       <=angle;
    itr_count   <=    0;
    done        <=    0;
   end 
   else begin
    done <=0;
    if(itr_count != STG) begin
      X_reg <= theta_sign ? X_reg + Y_shift : X_reg - Y_shift;
      Y_reg <= theta_sign ? Y_reg - X_shift : Y_reg + X_shift;
      theta <= theta_sign ? theta + atan_table[itr_count] : theta - atan_table[itr_count];  
            if(itr_count == STG-1) begin
                done<=1;
                itr_count <= STG;
            end
            else begin
                itr_count <= itr_count +1;
                done <= 0;
            end
    end
  end
end
always_comb begin 
  X_shift    = X_reg>>>itr_count;                  
  Y_shift    = Y_reg>>>itr_count;
  theta_sign =theta[SIZE-1];                      
  X_mul =    ($signed(X_reg) * $signed(factor))>>>12;
  Y_mul =    ($signed(Y_reg) * $signed(factor))>>>12;
  Xout       =  X_mul;
  Yout       =  Y_mul;
end
endmodule
</file>
==> COMMIT_EDITMSG <==
Store results of the implementation flow

- The run finished with clean final reports.
* Syn Inst Count: 1428
- Drt first-iter violations: ~520
* Synth-to-layout area growth: 10.8%
- In this build the clock could be raised as far as 118 MHz.
- Setup slack on the critical path of the routed design comes to slightly below 3000 ps.
- Number of optimization iterations in the first detailed-route pass: 5
* Clock latency of the later-clocked register in the worst-skew pair: 310 ps
- Setup repair after global routing left no endpoint under its margin.
* Chip Height: 179 um
- Avg Cell Area, Syn: roughly 8.8 um^2
- Post-CTS Repair Setup Buffers: 0
- RePlAce ended its routability-driven mode at a weighted congestion of a little under 1.
- The wire-length estimate of the detail-placed layout is 23600 um.
- Htree depth: 2
* Chip Area: around 32000 um^2
- Worst Setup Start Kind: flip-flop
- Summing all placed instances gives a cell area of 13700 um^2.
* Yosys synthesis chip area: 12500 um^2
* YS warnings: 50
* Total number of vias: 9957
- The initialized floorplan defines ~64 standard-cell rows.
* CTS root buf: sky130_fd_sc_hd__clkbuf_16
- Share of the clock period used by the worst path: around three quarters
- For reference, full adder, half adder and majority cells occupy 36.4% of the area reported after synthesis.
* Mux area share: about a tenth
- Classification of the worst-slack hold path: reg -> reg
* Fraction of synthesis flops using an asynchronous set or reset pin: approximately 100%
* TritonCTS clock tree: yes
* Starting density of the core: 40.9%
- On the reported timing paths, the clock transition at the registers reads 70 ps.
- In this run the count of I/O pins placed on the die edge is 84.
- Synthesized cell area: approximately 13000 um^2
- Slew at the pin with the worst max-slew slack: 724 ps
- Antenna violations before repair: 0
- The report counts max-capacitance violations totalling 0.
* Number of hold-slack violations in the final timing report: 0
- Synth Area in Simple Gates: 10.8%
* Hold buffer count at CTS: 0
- Share of synthesized cell area in and-or and or-and compound cells: 15.4%
- Tally of OpenROAD warnings: 30
* Relative slew slack: 51.6%
- Clock Sink Count: approximately 53
* Count of inserted antenna diode cells: 0
- Count of buffering cells on the critical path with inverters included: 5
- Minimum setup slack after placement: 3220 ps
* Quantity of I/O buffers inserted on ports: 83
* Max stage delay on crit path: 620 ps
- Adding up every negative setup slack in the final design gives 0 ps.
- The top cell types in the final layout, fill and taps aside, are sky130_fd_sc_hd__inv_1, sky130_fd_sc_hd__ha_1, sky130_fd_sc_hd__fa_1, sky130_fd_sc_hd__a21oi_1, sky130_fd_sc_hd__nor2_1.
* Crit Path Class: reg -> out
* Horiz. Die Dim: ~180 um
- After layout, the setup clock skew is reported as 7.19 ps.
- Element type at the critical path end: output port
- Per the detail_route report, routed wire per instance is around 16 um.
* CP Data Required Time: between 9000 and 10000 ps
- Clock tree buffer depth: 2
- After detailed routing, the total wire length is around 30000 um.
* Most common flop cell mapped by yosys: sky130_fd_sc_hd__dfrtp_1
- The tightest hold path in the finished design has a slack of 592 ps.
- Cells along the critical path: ha_1, inv_1, fa_1, fa_1, inv_1, fa_1, inv_1, fa_1, inv_1, ha_1, a21o_1, a21oi_1, o21ai_0, a31oi_1, o21ai_0, a41oi_1, a21boi_0, o41ai_1, xnor2_1, clkdlybuf4s50_1
- The final max-slew violation count recorded for this run is 0.
* Number of standard cells in the final layout excluding fillers: 1876
- The floorplan step defined a core boundary enclosing between 30000 and 40000 um^2.
* Largest fanout on the critical path: 12
* Count of library flops with an enable pin: 0
- Commonest non-fill, non-tap cell in the layout: sky130_fd_sc_hd__inv_1
- For this design, Yosys synthesis ends with a cell count of 1428.
- The first global-routing pass estimated 49500 um of wire.
- Overall global routing resource usage: about a fifth
- Number of vias per cell: 5.31
* Cell with the largest stage delay on the worst path: sky130_fd_sc_hd__dfrtp_1
- Final core occ: a little under half
- Post-synth seq share: 10.6%
- The via count of the first global-routing pass came to between 9000 and 10000.
* Main combinational cell family by area after synthesis: adder cells
- Number of library cell types mapped by synthesis: 78
* WP data arrival: 6200 ps
* Final setup violation count: 0
* Clock period minus worst slack: 8480 ps
- The final report gives the standard cell area, fillers excluded, as 13900 um^2.
- Counting the buffers created by CTS gives 5.
* Worst R2R Setup Slack: 5940 ps
* Largest net degree at the start of global routing: 61
- Post-cts sizing count: 0
- The synthesized design contains 53 register bits.
- The layout summary lists the proportion of cells stronger than drive strength 1 as about 6.4%.
* Post-DRT Antenna Nets: 0
* # placed instances: 1868
* Remaining Overflow, GRT: 0
- Top cell family by delay on the critical path: adder cells
- Drt drc: 0
* XOR/XNOR Fraction of Synth Area: 7.06%
## cell usage after synthesis (4+ instances only)
cell / number / area share, %
sky130_fd_sc_hd__mux4_1: 10 / 2.1
sky130_fd_sc_hd__a22oi_1: 5 / 0.30
sky130_fd_sc_hd__dfrtp_1: 51 / 10
sky130_fd_sc_hd__inv_1: 248 / 7.4
sky130_fd_sc_hd__or3_1: 8 / 0.40
sky130_fd_sc_hd__mux4_2: 22 / 4.0
sky130_fd_sc_hd__and2_1: 5 / 0.25
sky130_fd_sc_hd__nand2_1: 77 / 2.3
sky130_fd_sc_hd__o21bai_1: 11 / 0.66
sky130_fd_sc_hd__buf_1: 5 / 0.15
sky130_fd_sc_hd__a21o_1: 20 / 1.2
sky130_fd_sc_hd__o21ai_0: 65 / 2.6
sky130_fd_sc_hd__o21a_1: 17 / 1.0
sky130_fd_sc_hd__and3_1: 12 / 0.60
sky130_fd_sc_hd__xor2_1: 35 / 2.4
sky130_fd_sc_hd__ha_1: 177 / 18
sky130_fd_sc_hd__nand3_1: 16 / 0.64
sky130_fd_sc_hd__fa_1: 117 / 19
sky130_fd_sc_hd__nor3_1: 31 / 1.2
sky130_fd_sc_hd__o31ai_1: 8 / 0.48
sky130_fd_sc_hd__a21oi_1: 100 / 4.0
sky130_fd_sc_hd__nor2_1: 96 / 2.9
sky130_fd_sc_hd__mux2i_1: 24 / 1.9
sky130_fd_sc_hd__buf_2: 8 / 0.32
sky130_fd_sc_hd__nor2b_1: 9 / 0.45
sky130_fd_sc_hd__clkbuf_1: 38 / 1.1
sky130_fd_sc_hd__a21boi_0: 4 / 0.24
sky130_fd_sc_hd__xnor2_1: 66 / 4.6
sky130_fd_sc_hd__a211oi_1: 12 / 0.72
sky130_fd_sc_hd__nand4_1: 7 / 0.35
sky130_fd_sc_hd__a221o_1: 6 / 0.48
sky130_fd_sc_hd__a31oi_1: 12 / 0.60
sky130_fd_sc_hd__nand2b_1: 10 / 0.50
sky130_fd_sc_hd__mux2_2: 26 / 2.3
sky130_fd_sc_hd__a211o_1: 4 / 0.28
## worst paths after layout
check / to / cells past startpoint / startpoint
max reg2reg: X_reg[15]$_DFFE_PN0P_ / 18 / itr_count[0]$_DFFE_PN0P_
min: theta[0]$_DFFE_PN0P_ / 2 / theta[0]$_DFFE_PN0P_
max: Yout[14] / 20 / Y_reg[8]$_DFFE_PN0P_
min in group asynchronous: Y_reg[0]$_DFFE_PN0P_ / 1 / rst_n
max in group asynchronous: itr_count[1]$_DFFE_PN0P_ / 2 / rst_n
min reg2reg: theta[0]$_DFFE_PN0P_ / 2 / theta[0]$_DFFE_PN0P_
## worst reg2reg max path: cells and delay by family, from the launching register on
family / cells / cell delay, ps
AND-OR/OR-AND: 6 / 1230
flip-flops: 1 / 790
multiplexers: 1 / 550
AND/OR/NAND/NOR: 5 / 1470
XOR/XNOR: 1 / 170
buffers and inverters: 3 / 760
adder cells (fa/ha/maj): 2 / 470
## layer usage
layer  wire [um]  vias to the layer above  global-route usage, %
met4         480                        0                   2.93
li1            -                     4978                      -
met2       13600                      256                   31.2
met5           0                        -                      0
met1       14100                     4698                   30.9
met3        1940                       25                   4.89
## kinds of logic after synthesis
logic type,after synthesis
simple gates,288
mux,82
xor+xnor,101
buf+inv,306
flops,53
fa+ha+maj,294
compound gates,304
## area by class of cell
type,instances,area (um^2)
flip-flops and latches,53,1330
clock inverters,3,21.3
repair buffers,98,933
fillers,2951,16800
inverters,252,946
clock buffers,5,125
well taps,396,495
multi-input cells,1069,10000
